<file path="/design/flow/config.mk">
export PLATFORM = sky130hd
export DESIGN_NAME = register_file
export DESIGN_NICKNAME = register_file
export VERILOG_FILES = /design/flow/design.v
export SDC_FILE = /design/flow/constraint.sdc
export NUM_CORES = 4
export LEC_CHECK = 1
export CORE_UTILIZATION = 40
</file>
<file path="/design/flow/constraint.sdc">
current_design register_file

set clk_period 4.4
set clk_io_pct 0.2

create_clock -name clk0 -period $clk_period [get_ports {clk}]

set non_clock_inputs [all_inputs -no_clocks]
set_input_delay [expr $clk_period * $clk_io_pct] -clock clk0 $non_clock_inputs
set_output_delay [expr $clk_period * $clk_io_pct] -clock clk0 [all_outputs]
</file>
<file path="/design/flow/design.v">
module register_file#(parameter r = 8, parameter w = 16)
(
 input clk,  
 input wen_i,  
 input [2:0] wa_i,  
 input [w-1:0] wd_i,  
 input [2:0] ra0_i, ra1_i,  
 output [w-1:0] rd0_o, rd1_o  
);
	logic [w-1:0] rf[0:r-1];
	assign rd0_o = rf[ra0_i];
	assign rd1_o = rf[ra1_i];
   always_ff @(posedge clk)
		begin
			if(wen_i == 1) begin
				rf[wa_i] = wd_i;
			end
		end
endmodule
</file>
<file path="/design/flow/run.sh">
#!/bin/bash
# OpenROAD 26Q1-2900-gdf79404cd8, Yosys 0.63+post, stock flow scripts
make -C /OpenROAD-flow-scripts/flow DESIGN_CONFIG=/design/flow/config.mk WORK_HOME=/design/flow/orfs finish
</file>
==> results.txt <==
Notes on the flow outputs.

- The flow ran to the end, and the final reports show no timing, DRC or antenna violations.
- The chip footprint is 15600 sq um.
- The static power due to leakage is 0.00256 uW.
- The number of core rows is 44.
- The number of top-level pins is 59.
- The startpoint of the worst hold path reads wd_i[3].
- The placed instance count is 497.
- The count of buffers from port buffering is 58.
- The average via count per standard cell reads 5.49.
- The tree is rooted in a sky130_fd_sc_hd__clkbuf_16.
- The remaining antenna violation count is 0.
- The initial antenna violation count reads 0.
- CTS saw 128 sinks.
- The estimated wirelength of the detail-placed design reads 7.08 mm.
- The area added between synthesis and finish is 23.8%.
- The number of vias after detailed routing is 2903.
- Per the synthesis report, the single largest cell type by area occupies 63.6% of cell area.
- The count of maximum capacitance violations reads 0.
- The maximum count of clock buffers along a single path is 2.
- The number of cells on the worst hold path is listed as 1.
- The post-synthesis chip area from yosys reads 6040 sq um.
- Of all cell types, the one taking the most synthesized area is sky130_fd_sc_hd__edfxtp_1.
- The number of buffers created by CTS is 17.
- The post-CTS clock slew at the launch and capture registers of the worst setup and hold paths is 50 ps.
- Summing every instance area after synthesis gives 6040 sq um.
- The count of final setup violators is 0.
- The final non-filler cell total reads 529.
- The number of H-tree levels is 4.
- The die is 125 microns tall.
- The routed wirelength normalized by instance count is 21.5 microns.
- Per the Yosys statistics, synthesis produced 255 cells.
- The peak supply drop reads 0.216 mV.
- Looking at the critical path, the highest net fanout was 14.
- met2 track demand over resource after global routing is 27.9%.
- The placement stage leaves a total instance area of 6890 sq um.
- The first routing iteration left 183 violations.
- Setup repair after global routing left no endpoint under its margin.
- A synthesized cell averages 23.7 sq um.
- The gate count of the mapped netlist is 255.
- The worst hold margin reads 1220 ps.
- The share of the Yosys chip area taken by registers is 63.6%.
- The global placer's final weighted congestion is 0.739.
- The global routing stage identified its most utilized layer as met2.
- The detailed-route DRC error count reads 0.
- The critical path in this run is classified as input pin to output port.
- Per the GRT congestion report, total overflow comes to 0.
- The number of diodes added for antenna fixing is 0.
- The number of global-route vias before repair is 3205.
- The area of all placed cells without fillers is 7480 sq um.
- The count of filler cells inserted in the layout is 1116.
- For reference, the top cells by area after synthesis are sky130_fd_sc_hd__edfxtp_1 (64%), sky130_fd_sc_hd__mux4_1 (24%), sky130_fd_sc_hd__mux2_2 (6.0%).
- The final sum of negative setup slack reads 0 ps.
- For reference, the final report shows the hold violation count at 0.
- In this run the tightest slew margin relative to its limit is 66.9%.
- Per the OpenROAD floorplan log, the width of the die is 125 microns.
- The CTS tree is done.
- The post-CTS setup buffer count is 0.
- The critical path launch point is ra1_i[0].
- The pin count of the biggest net entering global routing reads 33.
- The count of flip-flops with a built-in enable after synthesis reads 128.
- Per the timing report, the achievable frequency comes out to 0.270 GHz.
- The worst setup path is launched from an input pin.
- The tool warning count for the run is 25.
- Dividing the final minimum period by the clock period gives 84.2%.
- The post-cts gate resize count reads 0.
- The total of hold buffers inserted after clock tree synthesis reads 0.
- On the critical path the data arrives at 2820 ps.
- The first-pass GRT wire length reads 17.6 mm.
- According to the hold report, the worst path is of the input pin to register type.
- The most frequently used cell type in the post-synthesis netlist reads sky130_fd_sc_hd__edfxtp_1.
- Ranked by instance count, the synthesized netlist is headed by sky130_fd_sc_hd__edfxtp_1 (128), sky130_fd_sc_hd__mux4_1 (56), sky130_fd_sc_hd__mux2_2 (32), sky130_fd_sc_hd__buf_6 (8), sky130_fd_sc_hd__mux4_2 (8).
- The total core area is 14600 sq um.
- The post-layout utilization of the core is 51.1%.
- The register with the most flip-flops in the layout has 128 of them.
- The total power divided by cell area reads 406 nW/um^2.
- For this run, the detailed router's first-pass iteration total came to 20.
- The sink of the worst hold path is rf[4][3].
- The met1 capacity usage during global routing reads 21.0%.
- Data on the critical path is required at its endpoint by 3520 ps.
- The shortest clock period the worst path allows after layout reads 3700 ps.
- Looking at the max-slew report, the worst-margin pin has a slew of 497 ps.
- STA classifies the critical path endpoint as an output port.
- The total detailed-routing wirelength is 11.4 mm.
- The most instantiated flip-flop cell in the synthesis netlist reads sky130_fd_sc_hd__edfxtp_1.
- Counting flops with an async set or reset pin after synthesis yields a share of 0%.
- The ratio of cells with drive above 1 in the final layout is 26.7%.
- In the global route stage, overall resource usage came out at 17.0%.
- The netlist uses 12 different library cells.
- Warnings reported by Yosys during synthesis add up to 1.
- The met3 track demand over resource in global routing is 9.90%.
- For this configuration, the core starts out at a cell density of 41.3%.
- The final max-slew violation count recorded for this run is 0.
- The flip-flop and latch count after synthesis reads 128.
[metal layers]
layer  wire [microns]  vias up
met3             1310       12
met4              138        0
met5                0        -
met1             3970     1414
met2             5970      150
li1                 -     1327
[layout by cell type, fill, tap and decap left out]
cell,count
sky130_fd_sc_hd__buf_12,2
sky130_fd_sc_hd__buf_2,2
sky130_fd_sc_hd__buf_4,16
sky130_fd_sc_hd__bufinv_16,3
sky130_fd_sc_hd__clkbuf_1,2
sky130_fd_sc_hd__clkbuf_16,17
sky130_fd_sc_hd__clkdlybuf4s50_1,56
sky130_fd_sc_hd__clkinv_2,2
sky130_fd_sc_hd__clkinv_4,4
sky130_fd_sc_hd__clkinvlp_4,4
sky130_fd_sc_hd__edfxtp_1,128
sky130_fd_sc_hd__mux2_2,32
sky130_fd_sc_hd__mux4_1,56
sky130_fd_sc_hd__mux4_2,8
sky130_fd_sc_hd__nand2_1,2
sky130_fd_sc_hd__nand2b_1,3
sky130_fd_sc_hd__nor2_1,6
sky130_fd_sc_hd__nor3_2,2
[kinds of logic after synthesis]
logic type	after synthesis	share of synthesized area [%]
DFF	128	63.6
buffers and inverters	18	2.15
muxes	96	33.3
and+or+nand+nor	13	0.973
[how the worst max path moves through the flow]
| stage | slack [ps] | endpoint |
|---|---|---|
| after global routing | 600 | rd1_o[7] |
| final | 700 | rd1_o[7] |
| after CTS | 680 | rd1_o[1] |
[where the power goes]
group | internal [uW] | switching (uW)
registers | 1390 | 13.1
clock network | 890 | 479
logic | 173 | 99.7
[critical path, cell delays in order]
cell and delay, ps:
sky130_fd_sc_hd__buf_2 400, sky130_fd_sc_hd__buf_4 260, sky130_fd_sc_hd__mux4_1 560, sky130_fd_sc_hd__mux2_2 300, sky130_fd_sc_hd__clkdlybuf4s50_1 410
[metrics by stage]
| step | total power (uW) | worst slack, ps |
|---|---|---|
| 2_1_floorplan | 1560 | 1620 |
| 3_3_place_gp | 1700 | 685 |
| 3_5_place_dp | 1700 | 693 |
| 4_1_cts | 3080 | 677 |
| 5_1_grt | 3150 | 602 |
| 6_report | 3040 | 697 |
[area by class of cell]
class	count	area [sq um]	area share, %
Clock buffer	19	433	5.78
Sequential cell	128	3840	51.4
Tap cell	184	230	3.08
Clock inverter	13	165	2.21
Timing Repair Buffer	76	731	9.76
Multi-Input combinational cell	109	2080	27.8
Power and IR drop assume default switching activity.
