<file path="run.sh">
#!/bin/bash
# OpenROAD 26Q1-2900-gdf79404cd8, Yosys 0.63+post, stock flow scripts
make -C /OpenROAD-flow-scripts/flow DESIGN_CONFIG=/design/flow/config.mk WORK_HOME=/design/flow/orfs finish
</file>
<file path="config.mk">
export PLATFORM = sky130hd
export DESIGN_NAME = reg_file
export DESIGN_NICKNAME = reg_file
export VERILOG_FILES = /design/flow/design.v
export SDC_FILE = /design/flow/constraint.sdc
export NUM_CORES = 4
export LEC_CHECK = 1
export CORE_UTILIZATION = 30
</file>
<file path="constraint.sdc">
current_design reg_file

set clk_period 38.2
set clk_io_pct 0.2

create_clock -name clk0 -period $clk_period [get_ports {clk}]

set non_clock_inputs [all_inputs -no_clocks]
set_input_delay [expr $clk_period * $clk_io_pct] -clock clk0 $non_clock_inputs
set_output_delay [expr $clk_period * $clk_io_pct] -clock clk0 [all_outputs]
</file>
<file path="design.v">
module reg_file #(parameter addr_width_p = 6)
                (input clk
                ,input [addr_width_p-1:0] rs_addr_i
                ,input [addr_width_p-1:0] rd_addr_i
                ,input wen_i
                ,input [31:0] write_data_i
                ,output logic [31:0] rs_val_o
                ,output logic [31:0] rd_val_o
                );
logic [31:0] RF [2**addr_width_p-1:0];
assign rs_val_o = RF [rs_addr_i];
assign rd_val_o = RF [rd_addr_i];
always_ff @ (posedge clk)
  begin
    if (wen_i)
      RF [rd_addr_i] <= write_data_i;
  end
endmodule
</file>
==> run summary <==
The synthesis and PnR run went through. The flow ran to the end, and the final reports show no timing, DRC or antenna violations. The worst setup path is captured at an output pin. The die is 564 um wide. The stage logs contain a warning count of 27.

Warning count from the yosys run landed at 1. Summed over all routing layers, the global router reports a total usage of 26.5%. Measured on the finished design, the core utilization comes to 34.6%.

The flow reports an fmax of 0.0472 GHz. The completed layout was analyzed and its total power is 4.99 mW. Average wire per standard cell landed at 39.9 um. The most critical setup path has its startpoint at rs_addr_i[0]. For this run, the register share of the synthesized area comes to 65.0%. The worst path needs 21.20 ns of the cycle, external delays included. After global routing the overflow that remains totals 0. Average footprint of a synthesized cell landed at 17.8 um2. For this design the top-level I/O count stands at 110. The first detailed-routing pass took 6 iterations. Counting every sink on the clock net gives 2048. The detailed router reported a total wirelength of 394000 um. Per the final timing report, the hold violations number 0.

Counting along the longest clock path gives a buffer depth of 3. Pre-CTS setup slack landed at 16.69 ns. Number of distinct library cells after synthesis landed at 71. The tree is rooted in a sky130_fd_sc_hd__clkbuf_16. In this run the cell area measured after placement is 102000 um2.

Looking at the critical path, the highest net fanout was 51. Per the final layout report, the fraction of cells sized above drive strength 1 comes to 28.4%. Vias per cell landed at 6.23.

Final number of max-transition violations landed at 0. After synthesis, the chip area reported by Yosys is 94700 um2. Setup repair after global routing left no endpoint under its margin. The vertical die dimension reported for this design is 564 um.

The violation tally recorded at the end of detailed-routing iteration 0 is 5545. Number of H-tree branching levels landed at 4. STA classifies the critical path startpoint as a primary input. Instance tally after logic synthesis landed at 5308. Summed instance area of the synthesized netlist landed at 94700 um2. STA puts the critical path data arrival time at 13.56 ns. Post-layout period usage of the worst path landed at 55.5%. At the floorplan stage, the core utilization is reported as 30.2%. Maximum number of pins on one net before global-route repair landed at 85.

In the post-route analysis, the smallest setup slack over all paths is 17.00 ns. Total die size landed at 318000 um2. Looking at the setup timing report, the critical path kind is in -> out. According to the floorplan report, the placeable core area is 313000 um2. Number of buffers added on ports landed at 109. First-pass GRT wire length landed at 535000 um. More flip-flops sit in one register than any other, and that register is RF. Fraction of registers with async set/reset landed at 0%. Per the layout report, the design carries 28800 filler cells. TritonCTS buffer count landed at 215. TritonCTS built the clock tree. In this run the layout overhead on the synthesized area is reported as 14.5%. The register with the most flip-flops in the layout has 2048 of them. Final standard cell area without fillers landed at 108000 um2. Number of hold buffers added after CTS landed at 0. Initial antenna violation count landed at 34. Register bit total from synthesis landed at 2048. Remaining number of nets flagged by the antenna check after routing landed at 0. The number of cells reported by Yosys stat comes to 5308. The type recorded for the worst min-delay path is in -> reg.

Post-CTS timing repair inserted 0 buffers for setup. Number of remaining DRC errors landed at 0. Per the slew report, the remaining headroom to the max-slew limit stands at 27.2%. Final setup violation count landed at 0. Number of global-route vias before repair landed at 66200. After floorplanning, the core was divided into 205 placement rows. Worst-margin pin slew landed at 1.09 ns. The routed layout has 61400 vias. Per the cell usage report, the commonest logic cell in the layout is sky130_fd_sc_hd__edfxtp_1. Final HPWL from detailed placement landed at 231000 um. Per the cell usage report, the commonest logic cells after layout are sky130_fd_sc_hd__edfxtp_1 (2048), sky130_fd_sc_hd__mux4_2 (679), sky130_fd_sc_hd__buf_4 (322). In the synthesized netlist the dominant register cell turns out to be sky130_fd_sc_hd__edfxtp_1. Dividing total power by cell area gives a power density of 46.0 nW/um2. Tally of max-capacitance violations landed at 0. Looking at hold timing, the worst path starts from write_data_i[27]. Data on the critical path is required at its endpoint by 30.56 ns. The leakage component of the power was reported as 33.7 nW.

Per the power-grid run, VDD falls by no more than 0.0417 mV. Adding up every negative setup slack in the final design gives 0 ns. Global placement routability congestion landed at 0.972. Post-CTS repair changed the size of 0 cells. Number of flops mapped to enable cells by yosys landed at 2048. Clock-pin slew on the worst setup and hold paths landed at 0.06 ns.

The largest registers in the layout are RF (2048).
-- Yosys cell counts, types with 4 or more instances --
master	count	area share [%]
sky130_fd_sc_hd__a211o_1	7	0.065
sky130_fd_sc_hd__a211oi_1	36	0.29
sky130_fd_sc_hd__a21oi_1	180	0.95
sky130_fd_sc_hd__a221o_1	47	0.50
sky130_fd_sc_hd__a221oi_1	229	2.1
sky130_fd_sc_hd__a221oi_2	6	0.095
sky130_fd_sc_hd__a222oi_1	14	0.15
sky130_fd_sc_hd__a22o_1	70	0.65
sky130_fd_sc_hd__a22oi_1	157	1.2
sky130_fd_sc_hd__a31oi_1	19	0.13
sky130_fd_sc_hd__and2_1	7	0.046
sky130_fd_sc_hd__and3_1	15	0.099
sky130_fd_sc_hd__buf_1	38	0.15
sky130_fd_sc_hd__buf_2	190	1.0
sky130_fd_sc_hd__buf_4	55	0.44
sky130_fd_sc_hd__buf_6	23	0.27
sky130_fd_sc_hd__clkbuf_1	144	0.57
sky130_fd_sc_hd__edfxtp_1	2048	65
sky130_fd_sc_hd__mux2_1	4	0.048
sky130_fd_sc_hd__mux2_2	140	1.7
sky130_fd_sc_hd__mux2i_1	311	3.3
sky130_fd_sc_hd__mux4_2	679	16
sky130_fd_sc_hd__nand2_1	139	0.55
sky130_fd_sc_hd__nand2b_1	15	0.099
sky130_fd_sc_hd__nand3_1	26	0.14
sky130_fd_sc_hd__nand4_1	13	0.086
sky130_fd_sc_hd__nor2_1	202	0.80
sky130_fd_sc_hd__nor2b_1	22	0.15
sky130_fd_sc_hd__nor3_1	18	0.095
sky130_fd_sc_hd__nor3b_1	6	0.048
sky130_fd_sc_hd__o211a_1	6	0.063
sky130_fd_sc_hd__o211ai_1	12	0.095
sky130_fd_sc_hd__o21ai_0	169	0.89
sky130_fd_sc_hd__o21ai_1	4	0.021
sky130_fd_sc_hd__o221ai_1	43	0.40
sky130_fd_sc_hd__o22a_1	5	0.046
sky130_fd_sc_hd__o22ai_1	111	0.73
sky130_fd_sc_hd__o2bb2ai_1	12	0.11
sky130_fd_sc_hd__o311ai_0	4	0.037
sky130_fd_sc_hd__or2_2	9	0.059
sky130_fd_sc_hd__or3_1	10	0.066
sky130_fd_sc_hd__or4_1	11	0.087
-- final timing paths --
path      endpoint  slack [ns]  cells after the start
min     RF[15][27]        7.38                      2
max   rs_val_o[10]       17.00                     12
-- cells by family (layout without fill, tap and decap cells) --
group | Yosys count | in the layout | share of synthesized area, %
buffers and inverters | 459 | 831 | 2.54
other | 0 | 37 | 0
and+or+nand+nor | 514 | 514 | 2.50
DFF | 2048 | 2048 | 65.0
muxes | 1138 | 1138 | 21.2
AOI/OAI and AO/OA | 1149 | 1149 | 8.76
-- routing by layer --
layer  wire [um]  GRT usage [%]
met3       91000           27.6
met5        3620           7.80
met4       27700           15.4
met1      106000           23.4
met2      165000           35.3
-- stage by stage --
step / cells / hold slack [ns]
global placement: 9428 / 8.26
finish: 9857 / 7.38
global route: 9837 / 7.41
CTS: 9820 / 7.36
floorplan: 5308 / 7.74
detailed placement: 9428 / 8.27
-- report_power, final --
| part | total, mW | internal (mW) | switching (mW) |
|---|---|---|---|
| clock | 2.02 | 1.12 | 0.899 |
| sequential | 2.50 | 2.49 | 0.00657 |
| combinational | 0.469 | 0.164 | 0.306 |
| total | 4.99 | 3.78 | 1.21 |
-- critical path, stage by stage --
cell	delay [ns]
sky130_fd_sc_hd__buf_8	0.42
sky130_fd_sc_hd__buf_4	0.72
sky130_fd_sc_hd__buf_4	0.62
sky130_fd_sc_hd__buf_4	0.65
sky130_fd_sc_hd__buf_4	0.62
sky130_fd_sc_hd__buf_4	0.61
sky130_fd_sc_hd__mux4_2	0.34
sky130_fd_sc_hd__o22ai_1	0.11
sky130_fd_sc_hd__a211oi_1	0.28
sky130_fd_sc_hd__nor2_1	0.11
sky130_fd_sc_hd__a221oi_1	0.64
sky130_fd_sc_hd__clkdlybuf4s50_1	0.61
-- layout make-up --
type	count	area, um2	share of cell area, %
antenna	37	92.6	0.0854
clock buffer	258	5610	5.17
clock inverter	134	1120	1.04
inverter	4	25.0	0.0231
multi-input combinational	2801	31400	29.0
sequential	2048	61500	56.7
tap	4140	5180	4.78
timing repair buffer	435	3450	3.19
Power is estimated from default activity; no workload was simulated.
