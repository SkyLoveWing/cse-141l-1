==> flow/design.v <==
`timescale 1ns / 1ps
module adder#(parameter W = 64)
(
 input clk,
 input [W-1:0] a_i, b_i,
 output [W:0] sum_o,
 output is_odd_o
);
   logic [W-1:0] a_r, b_r;
   logic [W:0]   sum_r;
   logic         is_odd_r;
   logic [W:0]  sum_next;
   assign sum_next = a_r + b_r;
   assign sum_o = sum_r;
   assign is_odd_o = is_odd_r;
   always_ff @(posedge clk)  
     begin
        a_r = a_i;
        b_r = b_i;
		is_odd_r = (sum_next[0]) ? 1'b1: 1'b0;
        sum_r = sum_next;
     end
endmodule
==> flow/run.sh <==
#!/bin/bash
# OpenROAD 26Q1-2900-gdf79404cd8, Yosys 0.63+post, stock flow scripts
make -C /OpenROAD-flow-scripts/flow DESIGN_CONFIG=/design/flow/config.mk WORK_HOME=/design/flow/orfs finish
==> flow/config.mk <==
export PLATFORM = sky130hd
export DESIGN_NAME = adder
export DESIGN_NICKNAME = adder
export VERILOG_FILES = /design/flow/design.v
export SDC_FILE = /design/flow/constraint.sdc
export NUM_CORES = 4
export LEC_CHECK = 1
export CORE_UTILIZATION = 50
==> flow/constraint.sdc <==
current_design adder

set clk_period 12.2
set clk_io_pct 0.2

create_clock -name clk0 -period $clk_period [get_ports {clk}]

set non_clock_inputs [all_inputs -no_clocks]
set_input_delay [expr $clk_period * $clk_io_pct] -clock clk0 $non_clock_inputs
set_output_delay [expr $clk_period * $clk_io_pct] -clock clk0 [all_outputs]
==> job_summary.md <==
## Synthesis and layout report

| Metric | Value |
|---|---|
| Hold slack | 0.467 ns |
| Setup crit end kind | primary output |
| Fin crit period | 3.66 ns |
| Ports | 195 |
| Num Clock Sinks | 193 |
| Clk buf depth | 2 |
| Fp_density | 51.5% |
| DRT iter0 DRCs | 351 |
| Final Hold Viols | 0 |
| Commonest non-fill, non-tap cells in the layout | clkdlybuf4s50_1 (194), dfxtp_1 (193), a21oi_1 (68) |
| Root buf cell | clkbuf_16 |
| Sequential area share after synthesis | 49.2% |
| CP required | 9.76 ns |
| Post-route ant nets | 0 |
| H-tree depth | 4 |
| Final GP Congestion | 0.998 |
| Die W | 127 um |
| Tcrit/Tclk final | 30.0% |
| Crit path max-delay family | buffers and inverters |
| Num CTS Buffers | 17 |
| YS chip area | 7860 sq um |
| Row count | 45 |
| Share of cells above drive strength 1 | 5.44% |
| CP Buf/Inv Count | 1 |
| Number of flops mapped to enable cells by yosys | 0 |
| VDD IR max | 132 uV |
| Area share, top type | 49.2% |
| Async SR Flop Fraction | 0% |
| Routed vias/inst | 5.42 |
| Post-CTS Hold Fix Bufs | 0 |
| Top_reg_cell synth | dfxtp_1 |
| Slowest stage delay, CP | 0.47 ns |
| Mean Syn Cell Area | 10.0 sq um |
| Crit start category | flop |
| Latency at later pin | 0.43 ns |
| Yosys warning total | 1 |
| Setup-failing EPs final | 0 |
| Post-DP HPWL | 14,500 um |
| Netlist Area Pre-Place | 7860 sq um |
| GRT Total Usage | 24.4% |
| Setup_tns | 0 ns |
| Clk slew on worst S/H paths | 0.07 ns |
| Pleak | 4.41 nW |
| # Post-CTS Setup Buffers | 0 |
| DP Worst Slack | 8.97 ns |
| Largest net degree at the start of global routing | 19 |
| Critical path arrival | 1.22 ns |
| Tool Warnings | 26 |
| Vias in the first global route | 6,197 |
| Global-route wire length before repair | 30,500 um |
| Crit path kind | flop to primary output |
| Post-Route WL | 18,700 um |
| Min-delay worst type | flop to flop |
| Chip area | 16,200 sq um |
| GRT Residual Overflow | 0 |
| Initial antenna violation count | 1 |
| CP max-delay cell | clkdlybuf4s50_1 |
| Flop and latch count out of synthesis | 193 |
| RSZ-0062 raised after global routing | no |
| Synth area leader | dfxtp_1 |
| Slew Viols, Final | 0 |
| PD cells | 157 nW/um^2 |
| CTS tree | yes |
| Main area contributors | dfxtp_1 (49%), ha_1 (10%), a21oi_1 (4.3%) |
| Via count | 6,434 |
| Area Overhead vs Synth | 33.9% |
| Max Freq | 273 MHz |
| Least-Margin Pin Slew | 0.539 ns |
| Final setup margin | 8.54 ns |
| Pre-antenna DRT Iters | 7 |
| Core area | 15,300 sq um |
| Port-buffer cells | 194 |
| CP max FO | 1 |
| Max-cap viol count | 0 |
| Drt drc | 0 |
| Status | finished clean |
| Wire per inst | 15.7 um |
| Slew Limit Headroom | 63.7% |
| Crit-path cells | clkdlybuf4s50_1 |
| Die height | 127 um |
| Cells after synthesis | 784 |
| Final Skew | 0.00813 ns |
| # Cells Yosys | 784 |
| Most frequent logic cell in the layout | clkdlybuf4s50_1 |
| Netlist cell types | 68 |
| PostCTS Resize Cnt | 0 |
cell usage after synthesis (all sizes together) (3+ instances only):
| library cell | number |
|---|---|
| dfxtp | 193 |
| a21oi | 71 |
| ha | 64 |
| nand2 | 55 |
| o21ai | 54 |
| nor2 | 47 |
| a21o | 35 |
| xnor2 | 35 |
| nand4 | 26 |
| xor2 | 22 |
| clkbuf | 21 |
| nor3 | 16 |
| inv | 15 |
| buf | 14 |
| a31oi | 10 |
| nand3 | 10 |
| o21bai | 10 |
| or3 | 9 |
| a211oi | 8 |
| and4 | 8 |
| o21a | 6 |
| nor2b | 5 |
| nor4 | 5 |
| and3 | 4 |
| o31ai | 4 |
| a221oi | 3 |
| o31a | 3 |
state kept, by name, summed over array words and instances, names as in the netlist:
register  flops
b_r          64
a_r          64
sum_r        65
kinds of logic after synthesis:
logic type	synth area share [%]
buf+inv	2.88
flops	49.2
fa+ha+maj	10.4
compound gates	18.8
simple gates	12.2
mux	0.127
xor+xnor	6.35
per-stage QoR:
stage	total power [W]	util (%)	instance area, sq um	cells
2_1_floorplan	0.000899	-	7860	784
3_3_place_gp	0.00108	64.8	9890	1154
3_5_place_dp	0.00108	64.8	9890	1154
4_1_cts	0.00166	68.9	10500	1186
5_1_grt	0.00173	68.9	10500	1187
6_report	0.00165	68.9	10500	1187
layout make-up:
| cell class | instances | area, sq um |
|---|---|---|
| Antenna cell | 1 | 2.50 |
| Clock buffer | 17 | 425 |
| Clock inverter | 15 | 196 |
| Fill cell | 1084 | 4740 |
| Inverter | 15 | 56.3 |
| Multi-Input combinational cell | 541 | 3770 |
| Sequential cell | 193 | 3860 |
| Tap cell | 211 | 264 |
| Timing Repair Buffer | 194 | 1940 |
worst paths after layout:
| kind | start | depth (start not counted) | end | slack (ns) |
|---|---|---|---|---|
| setup / recovery | sum_r[26] | 1 | sum_o[26] | 8.54 |
| hold / removal | b_r[0] | 1 | sum_r[0] | 0.47 |
| setup reg to reg | a_r[0] | 11 | sum_r[62] | 9.09 |
| hold reg to reg | b_r[0] | 1 | sum_r[0] | 0.47 |
routing by layer:
layer  global-route usage, %  wire length, um
met1                    35.4             8580
met2                    39.2             8590
met3                    5.29             1180
met4                    4.20              318
met5                       0                0
report_power, final:
| group | switching [W] | internal [W] |
|---|---|---|
| sequential | 0.0000219 | 0.000702 |
| clock | 0.000248 | 0.000330 |
| combinational | 0.000149 | 0.000201 |
No activity file was given, so power comes from the tool's default toggle rates.
